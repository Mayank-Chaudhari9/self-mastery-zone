--- /design/flow/design.v ---
`timescale 1ns / 1ps
module encoder16to1( encoder_in, encoder_out, enable);
	output [3:0] encoder_out;
	input enable;
	input [15:0] encoder_in;
	reg [3:0] encoder_out;
	always @ (enable or encoder_in)
	begin
		encoder_out = 0;
		if(enable) begin
			if( encoder_in == 16'h0002) begin
				encoder_out = 1;
			end if ( encoder_in == 16'h0004) begin
				encoder_out = 2;
			end if ( encoder_in == 16'h0008) begin
				encoder_out = 3;
			end if ( encoder_in == 16'h0010) begin
				encoder_out = 4;
			end if ( encoder_in == 16'h0020) begin
				encoder_out = 5;
			end if ( encoder_in == 16'h0040) begin
				encoder_out = 6;
			end if ( encoder_in == 16'h0080) begin
				encoder_out = 7;
			end if ( encoder_in == 16'h0100) begin
				encoder_out = 8;
			end if ( encoder_in == 16'h0200) begin
				encoder_out = 9;
			end if ( encoder_in == 16'h0400) begin
				encoder_out = 10;
			end if ( encoder_in == 16'h0800) begin
				encoder_out = 11;
			end if ( encoder_in == 16'h1000) begin
				encoder_out = 12;
			end if ( encoder_in == 16'h2000) begin
				encoder_out = 13;
			end if ( encoder_in == 16'h4000) begin
				encoder_out = 14;
			end if ( encoder_in == 16'h8000) begin
				encoder_out = 15;
			end
		end
	end
endmodule
--- /design/flow/run.sh ---
#!/bin/bash
# OpenROAD 26Q1-2900-gdf79404cd8, Yosys 0.63+post, stock flow scripts
make -C /OpenROAD-flow-scripts/flow DESIGN_CONFIG=/design/flow/config.mk WORK_HOME=/design/flow/orfs finish
--- /design/flow/config.mk ---
export PLATFORM = sky130hd
export DESIGN_NAME = encoder16to1
export DESIGN_NICKNAME = encoder16to1
export VERILOG_FILES = /design/flow/design.v
export SDC_FILE = /design/flow/constraint.sdc
export NUM_CORES = 4
export LEC_CHECK = 1
export CORE_AREA = 10 10 70 70
export DIE_AREA = 0 0 80 80
--- /design/flow/constraint.sdc ---
current_design encoder16to1

set clk_period 3.3
set clk_io_pct 0.2

create_clock -name clk0 -period $clk_period

set non_clock_inputs [all_inputs -no_clocks]
set_input_delay [expr $clk_period * $clk_io_pct] -clock clk0 $non_clock_inputs
set_output_delay [expr $clk_period * $clk_io_pct] -clock clk0 [all_outputs]
==> flow_summary.yaml <==
# physical design summary
final_timing:
  fin_setup_tns_ns: 0
  rsz0062_at_grt: "false"
  period_used_pct: 97.5
  tightest_slew_ns: 0.315
  fmax_mhz: 311
  hold_viol: 0
  setup_violations: 0
  finalCriticalPeriod_ns: 3.22
  max_slew_margin_pct: 78.8
  finalMaxSlewViolations: 0
cells_and_area:
  seq_area_um2: 0
  syn_to_final_growth_pct: 92.2
  flops: 0
  final_util_pct: 23.6
  drive_gt1_share_pct: 25.5
  n_clock_buffer: 0
logic_synthesis:
  yosys_area_um2: 419
  ys_cells: 62
  ys_seq_share_pct: 0
  ys_types: 28
  syn_avg_cell_area_um2: 6.76
  ys_warn_count: 1
  syn-cell-area_um2: 419
  syn_inst: 62
grt:
  use_met2_pct: 6.74
  grtUsageMet3_pct: 1.36
  grt_overflow: 0
  grt_max_degree: 8
  grt_most_used_layer: "met1"
  grt_pass1_vias: 580
  grt_pass1_wl_um: 2540
  use_met1_pct: 6.92
  grt_usage_pct: 4.64
  antenna_found_initial: 0
floorplanning:
  ioPinCount: 21
  die_x_um: 80
  num_rows: 21
  die_area_um2: 6400
  coreArea_um2: 3420
  die_h_um: 80
  fp_util_pct: 12.3
drt:
  drtAntennaViolNets: 0
  drtIter0Drc: 25
  drt-total-wl_um: 1480
  drc: 0
  firstDrtPassIters: 4
  routed-via-count: 583
  viasPerCell: 4.16
  wl_per_cell_um: 10.6
  insertedDiodeCount: 0
setup_path:
  worstPathArrival_ns: 2.56
  crit_fanout: 3
  worstSetupPathType: "primary input to output pin"
  path_cells: "clkdlybuf4s50_1, nor2_2, nand4_1, or4_1, o22ai_2, clkdlybuf4s50_1"
  start_kind: "primary input"
  critPathMaxStageDelay_ns: 0.50
  cp.required_ns: 2.64
  cp_slowest_cell: "or4_1"
  end_kind: "output pin"
  path_common_cell: "clkdlybuf4s50_1"
power:
  power_density_nw_per_um2: 94.6
  ir_worst_vdd_mv: 0.0396
  leakage_nw: 0.287
job:
  warnings: 32
  maxCapViolations: 0
clock_tree:
  postCtsHoldBufs: 0
worst_hold_path:
  min_to: "encoder_out[0]"
  hold_class: "primary input to output pin"
  whs_path_depth: 6
  min_from: "encoder_in[10]"
placed_design:
  portBuffers: 21
  gp_congestion: 0.792
  dpl.hpwl_um: 1260
run_status:
  outcome: "completed"
placed cells by master (no fill, tap or decap), types with 4 or more instances in the layout:
| cell | instances |
|---|---|
| clkdlybuf4s50_1 | 17 |
| buf_4 | 15 |
| nor2_1 | 6 |
| nor4b_1 | 5 |
| xor2_1 | 4 |
| nand2_1 | 4 |
| nor3_1 | 4 |
| dlymetal6s2s_1 | 4 |
cell type report:
type | count | area, um2
fillers | 385 | 2610
multi-input cells | 58 | 415
well taps | 46 | 57.6
repair buffers | 36 | 333
kinds of logic after synthesis:
group           count (synthesis)  synth area share (%)
compound gates                 14                  26.0
simple gates                   39                  56.7
buf+inv                         4                  6.86
xor+xnor                        5                  10.4
cell usage after synthesis (all sizes together), types with 3 or more instances:
| library cell | count | area share (%) |
|---|---|---|
| nor2 | 10 | 13 |
| nor4b | 8 | 17 |
| nand2 | 4 | 3.6 |
| nor3 | 4 | 4.8 |
| xor2 | 4 | 8.4 |
| a221oi | 3 | 6.3 |
| buf | 3 | 5.7 |
| nand3 | 3 | 3.6 |
| nor2b | 3 | 4.5 |
| o21a | 3 | 5.4 |
worst max-delay path: cells and delay by family:
family | cells | cell delay (ns)
buffers and inverters | 2 | 0.94
AND/OR/NAND/NOR | 3 | 0.82
AND-OR/OR-AND | 1 | 0.14
power breakdown:
group          switching [W]  total (W)  internal, W  leakage [nW]
Combinational      0.0000333  0.0000763    0.0000430         0.287
Clock                      0          0            0             0
Sequential                 0          0            0             0
Total              0.0000333  0.0000763    0.0000430         0.287
what timing repair did:
action / 4_1_cts / 5_1_grt
resized: 0 / 8
setup endpoints to repair: 0 / 4
buffers inserted: 0 / 1
worst max-delay path by stage:
stage,startpoint,end,slack [ns],cells past startpoint
4_1_cts,encoder_in[11],encoder_out[0],0.03,6
5_1_grt,encoder_in[14],encoder_out[0],0.003,6
6_report,encoder_in[14],encoder_out[0],0.08,6
through the flow:
step | setup WS [ns] | hold WS [ns] | cells | area, um2 | total power, W
after floorplan | 1.04 | 1.38 | 62 | 419 | 0.0000314
after global placement | 0.0469 | 2.38 | 139 | 763 | 0.0000736
after detailed placement | 0.0358 | 2.37 | 139 | 763 | 0.0000739
after CTS | 0.0255 | 2.37 | 139 | 763 | 0.0000743
after global routing | 0.00251 | 2.33 | 140 | 806 | 0.0000843
final | 0.0812 | 2.25 | 140 | 806 | 0.0000763
metal layers:
layer	up-vias	part of all wire [%]
met5	-	0
met4	0	0
met3	0	9.5
met2	18	37
met1	255	53
li1	310	-
Power and IR drop assume default switching activity.
